<file path="./config.mk">
export PLATFORM = sky130hd
export DESIGN_NAME = top
export DESIGN_NICKNAME = top
export VERILOG_FILES = /design/flow/design.v
export SDC_FILE = /design/flow/constraint.sdc
export NUM_CORES = 4
export LEC_CHECK = 1
export CORE_AREA = 10 10 106 106
export DIE_AREA = 0 0 116 116
</file>
<file path="./constraint.sdc">
current_design top

set clk_period 8.5
set clk_io_pct 0.2

create_clock -name clk0 -period $clk_period [get_ports {i_clk}]

set non_clock_inputs [all_inputs -no_clocks]
set_input_delay [expr $clk_period * $clk_io_pct] -clock clk0 $non_clock_inputs
set_output_delay [expr $clk_period * $clk_io_pct] -clock clk0 [all_outputs]
</file>
<file path="./design.v">
module alu 
  #(parameter NB_DATA = 6,    
                NB_OP = 6)      
    (
    input  signed [NB_DATA-1:0] i_data_a,    
    input  signed [NB_DATA-1:0] i_data_b,    
    input  [NB_OP-1:0] i_op,               
    output reg signed [NB_DATA:0] o_res  
    );
    localparam [NB_OP-1:0] 
        ADD     = 6'b100000,
        SUB     = 6'b100010,
        AND_OP  = 6'b100100,
        OR_OP   = 6'b100101,
        XOR_OP  = 6'b100110,
        NOR_OP  = 6'b100111,
        SRA     = 6'b000011,  
        SRL     = 6'b000010;  
	always @(*) begin
        case (i_op)
            ADD:    o_res = i_data_a + i_data_b;       
            SUB:    o_res = i_data_a - i_data_b;       
            AND_OP: o_res = i_data_a & i_data_b;       
            OR_OP:  o_res = i_data_a | i_data_b;       
            XOR_OP: o_res = i_data_a ^ i_data_b;       
            NOR_OP: o_res = ~(i_data_a | i_data_b);    
            SRA:    o_res = i_data_a >>> i_data_b;     
            SRL:    o_res = i_data_a >> i_data_b;      
            default: o_res = {{NB_DATA}{1'b0}};        
        endcase
    end
endmodule
module top
  #(parameter NB_DATA = 6,    
                NB_OP = 6)     
    (
    input  [NB_DATA-1:0] i_sw,  
    input  button1,                 
    input  button2,                 
    input  button3,                 
    input  i_clk,                   
    output wire [NB_DATA:0] o_led     
    );
    reg [NB_DATA-1:0] i_data_a;
    reg [NB_DATA-1:0] i_data_b;
    reg [NB_OP-1:0] i_op;
    reg button1_r, button2_r, button3_r;
    alu #(.NB_DATA(NB_DATA), .NB_OP(NB_OP)) my_alu (
        .i_data_a(i_data_a),    
        .i_data_b(i_data_b),    
        .i_op(i_op),        
        .o_res(o_led)      
    );
    always @(posedge i_clk) begin
        button1_r <= button1;
        button2_r <= button2;
        button3_r <= button3;
        if (button1 && !button1_r) begin
            i_data_a <= i_sw;  
        end
        if (button2 && !button2_r) begin
            i_data_b <= i_sw;
        end
        if (button3 && !button3_r) begin
            i_op <= i_sw;
        end
    end
endmodule
</file>
<file path="./run.sh">
#!/bin/bash
# OpenROAD 26Q1-2900-gdf79404cd8, Yosys 0.63+post, stock flow scripts
make -C /OpenROAD-flow-scripts/flow DESIGN_CONFIG=/design/flow/config.mk WORK_HOME=/design/flow/orfs finish
</file>
==> reports/metrics.yaml <==
cts_hold_buf: 0
cts.clk_slew.worst_paths_ns: 0.06
cts_tree: "yes"
fillers: 955
yosys_area_um2: 1870
hold_class: "flop to flop"
yosys.area.top_type_share_pct: 28.8
synthCells: 200
final_core_util_pct: 24.5
slew_viol_final: 0
clock.fmax_mhz: 184
final.setup.tns_ns: 0
wl_um: 4390
rsz0062_at_grt: "false"
yosys_warnings: 2
ys_types: 50
drt-initial-drc-count: 93
postCtsSetupBuffers: 0
die_area_um2: 13500
rows: 34
pre_cts_ws_ns: 3.34
grt_pass1_wl_um: 7710
area_growth_pct: 15.5
finalCriticalPeriod_ns: 5.43
arrival_ns: 3.73
core-area_um2: 8850
syn_area_um2: 1870
status: "finished, final reports clean"
p_leak_uw: 0.000784
cts-buffers-inserted: 3
register_area_um2: 601
wl_per_cell_um: 13.9
clock_path_buffers: 2
final_cell_mix: "ha_1, edfxtp_1, nor2_1, clkdlybuf4s50_1, inv_1"
finalSetupViolCount: 0
grt_pass1_vias: 1505
openroad.warnings: 32
gr-total-overflow: 0
antenna_found_initial: 0
gp_congestion: 0.940
htreeDepth: 1
hold_violations: 0
dp_hpwl_um: 3500
ys_seq_share_pct: 32.0
insertion_delay_ns: 0.25
final_area_um2: 2160
die_y_um: 116
num_io_pins: 17
layout_top_cell: "ha_1"
start_kind: "flop"
clock_sinks: 21
die_w_um: 116
synthArstFlopShare_pct: 0
post-route-drc-count: 0
vias: 1545
io_buffers: 16
antenna_cells: 0
root_buffer: "clkbuf_8"
synth-cells-yosys: 200
dr.pass1.iters: 4
cts_resized: 0
setup_ws_ns: 3.07
via_per_inst: 4.87
place_area_um2: 2120
maxCapViolCount: 0
grt_max_degree: 18
clock_skew_ns: 0.000799
ys.flops: 21
worst_pin_slew_ns: 0.634
synth-edff-count: 18
slew_headroom_pct: 57.7
crit_required_ns: 6.80
initial_core_util_pct: 21.2
finalCritPeriodShare_pct: 63.8
comb_area_um2: 1170
topCellsByArea: "edfxtp_1, ha_1, xnor2_1"
antenna_left: 0
yosys.area.top_type: "edfxtp_1"
grt_usage_pct: 6.92
yosys_most_used_dff: "edfxtp_1"
worstSetupPathType: "flop to output pin"
critPathMaxFanout: 14
peakVddDrop_mv: 0.129
synth.avg_cell_area_um2: 9.37
drive_gt1_share_pct: 4.78
power_density_nw_per_um2: 109
cp-end-kind: "output pin"
-- cells in the mapped netlist (2+ instances only) --
cell      count
ha_1         19
clkbuf_1      4
mux2i_1       7
inv_1        13
a31oi_1       7
o22ai_1       3
a211o_1       2
nor3_1        8
mux2_2        2
o21a_1        3
xor2_1        3
nor2_1       16
a211oi_1      6
nor4_1        2
o32ai_1       2
buf_2         7
nor2b_1       7
nand2_1       7
nand3_1       5
o211ai_1      2
or3_1         2
o21ai_0       8
xnor2_1       9
edfxtp_1     18
dfxtp_1       3
a21oi_1      11
-- power breakdown --
part	switching, uW	internal (uW)
clock	26.3	33.2
sequential	10.2	117
combinational	23.9	24.5
-- state kept, by name, indices dropped and copies added (netlist names) --
register	flops
i_data_a	6
i_data_b	6
button2_r	1
i_op	6
button3_r	1
button1_r	1
-- logic make-up (layout without fill, tap and decap cells) --
logic type / after synthesis / after routing / synth area share [%]
AOI/OAI and AO/OA: 59 / 59 / 21.8
xor gates and xnor gates: 12 / 12 / 5.61
adders and majority gates: 20 / 20 / 13.8
buffers and inverters: 25 / 34 / 5.47
DFF: 21 / 21 / 32.0
muxes: 10 / 10 / 6.14
and+or+nand+nor: 53 / 53 / 15.2
-- routing by layer --
layer | global-route usage (%) | vias up | wire [um]
li1 | - | 774 | -
met1 | 10.8 | 710 | 2170
met2 | 10.2 | 59 | 1830
met3 | 1.05 | 2 | 379
met4 | 0.584 | 0 | 16
met5 | 0 | - | 0
-- layout make-up --
class	count	share of cell area [%]
clock buffers	4	2.08
inverters	14	2.43
multi-input cells	154	54.1
flip-flops and latches	21	27.7
well taps	108	6.24
repair buffers	16	7.40
-- path summary, 6_finish.rpt --
| kind | from | to | slack [ns] | depth (start not counted) |
|---|---|---|---|---|
| worst min-delay path | button3_r | i_op[2] | 0.61 | 1 |
| worst min register to register | button3_r | i_op[2] | 0.61 | 1 |
| worst max register to register | button1_r | i_data_a[5] | 7.40 | 1 |
| worst max-delay path | i_op[0] | o_led[5] | 3.07 | 10 |
-- metrics by stage --
step           hold WS, ns  power (uW)  std cells
2_1_floorplan        0.562         162        200
3_3_place_gp         0.603         178        313
3_5_place_dp         0.599         178        313
4_1_cts              0.623         237        317
5_1_grt              0.647         251        317
6_report             0.609         235        317
-- critical path: stages (launching register included) --
cell	delay [ns]
edfxtp_1	0.59
nor4b_4	0.48
and2_1	0.32
mux2i_1	0.36
ha_1	0.29
nor2b_1	0.14
o31a_1	0.25
o21a_1	0.19
o21a_1	0.17
o31ai_1	0.19
clkdlybuf4s50_1	0.50
Power figures rest on the tool's default switching activity, not on a simulated workload.
